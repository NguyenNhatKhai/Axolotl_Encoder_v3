--- design.v ---
localparam EGF_DIM = 8;
localparam logic EGF_PRI_POL[EGF_DIM : 0] = '{1, 0, 1, 1, 1, 0, 0, 0, 1};
localparam RSC_COR_CAP = 8;
localparam RSC_PAR_LEN = 2 * RSC_COR_CAP;
localparam RSC_COD_LEN = 2 ** EGF_DIM - 1;
localparam RSC_MES_LEN = RSC_COD_LEN - RSC_PAR_LEN;
localparam logic [RSC_PAR_LEN : 0][EGF_DIM - 1 : 0] RSC_GEN_POL = '{'b00000001, 'b01110110, 'b00110100, 'b01100111, 'b00011111, 'b01101000, 'b01111110, 'b10111011, 'b11101000, 'b00010001, 'b00111000, 'b10110111, 'b00110001, 'b01100100, 'b01010001, 'b00101100, 'b01001111};
localparam ENC_SYM = 4;
localparam logic [RSC_PAR_LEN - 1 : 0][$clog2(RSC_COD_LEN) - 1 : 0] ENC_CON_STA = '{'d239, 'd240, 'd241, 'd242, 'd243, 'd244, 'd245, 'd246, 'd247, 'd248, 'd249, 'd250, 'd251, 'd252, 'd253, 'd254};
localparam ENC_MES_BUF_DEP = 7;
localparam ENC_PAR_BUF_DEP = RSC_PAR_LEN;
localparam SEL_PHA_NUM = 5;
localparam PRO_PHA_NUM = 3;
typedef enum logic [$clog2(SEL_PHA_NUM) - 1 : 0] {
    SEL_IDL,
    SEL_MES,
    SEL_PAR,
    SEL_MTP,
    SEL_PTM
} SEL_PHASE;
typedef enum logic [$clog2(PRO_PHA_NUM) - 1 : 0] {
    PRO_IDL,
    PRO_PAR,
    PRO_FUL
} PRO_PHASE;
module enc_selector (
    input clk,
    input rst_n,
    input SEL_PHASE sel_phase,
    input [$clog2(ENC_SYM + 1) - 1 : 0] mes_request,
    input [$clog2(ENC_SYM + 1) - 1 : 0] par_request,
    input [$clog2(ENC_MES_BUF_DEP + 1) - 1 : 0] mes_offset,
    input [$clog2(ENC_PAR_BUF_DEP + 1) - 1 : 0] par_offset,
    input [ENC_MES_BUF_DEP - 1 : 0][EGF_DIM - 1 : 0] mes_buf_data,
    input [ENC_PAR_BUF_DEP - 1 : 0][EGF_DIM - 1 : 0] par_buf_data,
    input [RSC_PAR_LEN - 1 : 0][EGF_DIM - 1 : 0] pro_data,
    output logic [ENC_SYM - 1 : 0][EGF_DIM - 1 : 0] sel_data
);
    logic [ENC_SYM - 1 : 0][EGF_DIM - 1 : 0] sel_data_new;
    always_ff @(posedge clk or negedge rst_n) begin
        if (!rst_n) begin
            sel_data <= '0;
        end else begin
            sel_data <= sel_data_new;
        end
    end
    always_comb begin
        for (int i = ENC_SYM - 1; i >= 0; i --) begin
            if (sel_phase == SEL_MTP && i < par_request) begin
                sel_data_new[i] = pro_data[i + par_offset];
            end else if (sel_phase == SEL_MES || sel_phase == SEL_MTP || sel_phase == SEL_PTM && i < mes_request) begin
                sel_data_new[i] = mes_buf_data[i + mes_offset - par_request];
            end else begin
                sel_data_new[i] = par_buf_data[i + par_offset - mes_request];
            end
        end
    end
endmodule
--- run.sh ---
#!/bin/bash
# OpenROAD 26Q1-2900-gdf79404cd8, Yosys 0.63+post, stock flow scripts
make -C /OpenROAD-flow-scripts/flow DESIGN_CONFIG=/design/flow/config.mk WORK_HOME=/design/flow/orfs finish
--- config.mk ---
export PLATFORM = sky130hd
export DESIGN_NAME = enc_selector
export DESIGN_NICKNAME = enc_selector
export VERILOG_FILES = /design/flow/design.v
export SDC_FILE = /design/flow/constraint.sdc
export NUM_CORES = 4
export LEC_CHECK = 1
export CORE_UTILIZATION = 50
export SYNTH_HDL_FRONTEND = slang
--- constraint.sdc ---
current_design enc_selector

set clk_period 1.0
set clk_io_pct 0.2

create_clock -name clk0 -period $clk_period [get_ports {clk}]

set non_clock_inputs [all_inputs -no_clocks]
set_input_delay [expr $clk_period * $clk_io_pct] -clock clk0 $non_clock_inputs
set_output_delay [expr $clk_period * $clk_io_pct] -clock clk0 [all_outputs]
==> results.yml <==
# physical design summary
placed_design:
  placed_cell_area_um2: 19200
  port_buffers: 361
  globalplace.congestion: 1.11
  hpwlAfterDp_um: 51000
  dp_cells: 2040
synthesis:
  async_flop_share: 1.00
  synth_flops: 32
  synthCells: 1061
  ys_seq_frac: 0.0660
  top_cell_area_share: 0.523
  yosys.area.top_type: "mux4_2"
  edf_count: 0
  area_leaders: "mux4_2 (52%), dfrtp_1 (6.6%), mux2i_1 (4.7%), nand2_1 (3.0%), nand3_1 (2.2%)"
  synth-warning-count: 0
  synth.distinct_cells: 69
  syn_area_um2: 12100
  syn-mean-instance-area_um2: 11.4
  flop_cell: "dfrtp_1"
  ys_cells: 1061
  yosys_area_um2: 12100
clock_network:
  clockBufferDepth: 2
  htreeDepth: 2
  cts_buffers: 5
  cts.sinks: 32
  hold_buffers: 0
  root_buffer: "clkbuf_16"
run_status:
  outcome: "aborted with a tool error"
  lastStage: "global routing"
  firstError: "[ERROR GRT-0116] Global routing finished with congestion. Check the congestion regions in the DRC Viewer."
floorplanning:
  io_pins: 363
  num_rows: 56
  die_h_um: 158
  initial_utilization: 0.514
  fp.dieW_um: 158
global_routing:
  grt_pass1_wl_um: 118000
  first_global_vias: 18622
  grt_overflow_total: 30
  grtUsageTotal: 0.722
  grt_max_degree: 65
[cell usage after synthesis (all sizes together), types with 6 or more instances]
cell / count
a31oi: 8
mux2: 16
and3: 16
mux4: 282
a22oi: 9
nand3: 53
a211oi: 32
mux2i: 57
or2: 9
inv: 18
nand2: 98
clkbuf: 47
nor2: 24
a32oi: 6
o221ai: 16
o21ai: 53
xor2: 6
a2111oi: 12
a21oi: 50
or4: 8
ha: 21
xnor2: 11
nor2b: 16
buf: 69
dfrtp: 32
o211a: 8
[what timing repair did]
action | CTS
endpoints found under the setup margin | 64
cloned | 8
gates resized | 337
pin swaps | 89
setup buffers | 58
[cell families after synthesis]
| kind of cell | count (synthesis) | share of synthesized area |
|---|---|---|
| multiplexers | 355 | 0.585 |
| AND-OR/OR-AND | 248 | 0.142 |
| AND/OR/NAND/NOR | 247 | 0.100 |
| buffers and inverters | 134 | 0.0559 |
| flip-flops | 32 | 0.0660 |
| adder cells (fa/ha/maj) | 26 | 0.0299 |
| XOR/XNOR | 19 | 0.0213 |
[routing by layer]
layer	overflow	track usage
met1	2	0.722
met5	0	0.377
met3	4	0.635
met4	13	0.631
met2	11	0.864
[per-stage QoR]
stage | total power [mW] | hold slack (ns) | setup slack [ns]
floorplan | 10.3 | -0.0956 | -2.61
global placement | 17.8 | 0.596 | -2.74
detailed placement | 18.1 | 0.603 | -2.82
CTS | 22.1 | 0.298 | -1.60
Power is estimated from default activity; no workload was simulated.
