## flow/config.mk

```make
export PLATFORM = sky130hd
export DESIGN_NAME = enc_controller
export DESIGN_NICKNAME = enc_controller
export VERILOG_FILES = /design/flow/design.v
export SDC_FILE = /design/flow/constraint.sdc
export NUM_CORES = 4
export LEC_CHECK = 1
export CORE_AREA = 10 10 114 114
export DIE_AREA = 0 0 124 124
export SYNTH_HDL_FRONTEND = slang
```

## flow/constraint.sdc

```tcl
current_design enc_controller

set clk_period 3.7
set clk_io_pct 0.2

create_clock -name clk0 -period $clk_period [get_ports {clk}]

set non_clock_inputs [all_inputs -no_clocks]
set_input_delay [expr $clk_period * $clk_io_pct] -clock clk0 $non_clock_inputs
set_output_delay [expr $clk_period * $clk_io_pct] -clock clk0 [all_outputs]
```

## flow/design.v

```verilog
localparam EGF_DIM = 8;
localparam logic EGF_PRI_POL[EGF_DIM : 0] = '{1, 0, 1, 1, 1, 0, 0, 0, 1};
localparam RSC_COR_CAP = 8;
localparam RSC_PAR_LEN = 2 * RSC_COR_CAP;
localparam RSC_COD_LEN = 2 ** EGF_DIM - 1;
localparam RSC_MES_LEN = RSC_COD_LEN - RSC_PAR_LEN;
localparam logic [RSC_PAR_LEN : 0][EGF_DIM - 1 : 0] RSC_GEN_POL = '{'b00000001, 'b01110110, 'b00110100, 'b01100111, 'b00011111, 'b01101000, 'b01111110, 'b10111011, 'b11101000, 'b00010001, 'b00111000, 'b10110111, 'b00110001, 'b01100100, 'b01010001, 'b00101100, 'b01001111};
localparam ENC_SYM = 4;
localparam logic [RSC_PAR_LEN - 1 : 0][$clog2(RSC_COD_LEN) - 1 : 0] ENC_CON_STA = '{'d239, 'd240, 'd241, 'd242, 'd243, 'd244, 'd245, 'd246, 'd247, 'd248, 'd249, 'd250, 'd251, 'd252, 'd253, 'd254};
localparam ENC_MES_BUF_DEP = 7;
localparam ENC_PAR_BUF_DEP = RSC_PAR_LEN;
localparam SEL_PHA_NUM = 5;
localparam PRO_PHA_NUM = 3;
typedef enum logic [$clog2(SEL_PHA_NUM) - 1 : 0] {
    SEL_IDL,
    SEL_MES,
    SEL_PAR,
    SEL_MTP,
    SEL_PTM
} SEL_PHASE;
typedef enum logic [$clog2(PRO_PHA_NUM) - 1 : 0] {
    PRO_IDL,
    PRO_PAR,
    PRO_FUL
} PRO_PHASE;
module enc_controller (
    input clk,
    input rst_n,
    output logic [$clog2(RSC_COD_LEN) - 1 : 0] con_counter,
    output logic con_stall,
    output PRO_PHASE pro_phase,
    output logic pro_finished,
    output logic [$clog2(ENC_SYM + 1) - 1 : 0] pro_request,
    output logic [$clog2(ENC_MES_BUF_DEP + 1) - 1 : 0] pro_offset,
    output SEL_PHASE sel_phase,
    output logic [$clog2(ENC_SYM + 1) - 1 : 0] mes_request,
    output logic [$clog2(ENC_SYM + 1) - 1 : 0] par_request,
    output logic [$clog2(ENC_MES_BUF_DEP + 1) - 1 : 0] mes_offset,
    output logic [$clog2(ENC_PAR_BUF_DEP + 1) - 1 : 0] par_offset
);
    logic [$clog2(RSC_COD_LEN) - 1 : 0] con_counter_new;
    logic con_stall_new;
    PRO_PHASE pro_phase_new;
    logic pro_finished_new;
    logic [$clog2(ENC_SYM + 1) - 1 : 0] pro_request_new;
    logic [$clog2(ENC_MES_BUF_DEP + 1) - 1 : 0] pro_offset_new;
    SEL_PHASE sel_phase_new;
    logic [$clog2(ENC_SYM + 1) - 1 : 0] mes_request_new;
    logic [$clog2(ENC_SYM + 1) - 1 : 0] par_request_new;
    logic [$clog2(ENC_MES_BUF_DEP + 1) - 1 : 0] mes_offset_new;
    logic [$clog2(ENC_PAR_BUF_DEP + 1) - 1 : 0] par_offset_new;
    assign pro_finished_new = (con_counter_new >= RSC_MES_LEN && con_counter_new < RSC_MES_LEN + ENC_SYM);
    assign par_request_new = ENC_SYM - mes_request_new;
    always_ff @(posedge clk or negedge rst_n) begin
        if (!rst_n) begin
            con_counter <= '0;
            con_stall <= '0;
            pro_phase <= PRO_IDL;
            pro_finished <= '0;
            pro_request <= '0;
            pro_offset <= '0;
            sel_phase <= SEL_IDL;
            mes_request <= '0;
            par_request <= '0;
            mes_offset <= '0;
            par_offset <= '0;
        end else begin
            con_counter <= con_counter_new;
            con_stall <= con_stall_new;
            pro_phase <= pro_phase_new;
            pro_finished <= pro_finished_new;
            pro_request <= pro_request_new;
            pro_offset <= pro_offset_new;
            sel_phase <= sel_phase_new;
            mes_request <= mes_request_new;
            par_request <= par_request_new;
            mes_offset <= mes_offset_new;
            par_offset <= par_offset_new;
        end
    end
    always_comb begin
        if (con_counter > RSC_COD_LEN - ENC_SYM) begin
            con_counter_new = con_counter + ENC_SYM - RSC_COD_LEN;
        end else begin
            con_counter_new = con_counter + ENC_SYM;
        end
    end
    always_comb begin
        logic [RSC_PAR_LEN - 1 : 0] con_stall_temp;
        for (int i = RSC_PAR_LEN - 1; i >= 0; i --) begin
            con_stall_temp[i] = (con_counter_new == ENC_CON_STA[i]);
        end
        con_stall_new = |con_stall_temp;
    end
    always_comb begin
        if (con_counter_new < RSC_MES_LEN % ENC_SYM) begin
            pro_phase_new = PRO_IDL;
        end else if (con_counter_new < ENC_SYM + RSC_MES_LEN % ENC_SYM) begin
            pro_phase_new = PRO_PAR;
        end else if (con_counter_new < RSC_MES_LEN + ENC_SYM) begin
            pro_phase_new = PRO_FUL;
        end else begin
            pro_phase_new = PRO_IDL;
        end
    end
    always_comb begin
        if (pro_phase_new == PRO_PAR) begin
            pro_request_new = RSC_MES_LEN % ENC_SYM;
        end else if (pro_phase_new == PRO_FUL) begin
            pro_request_new = ENC_SYM;
        end else begin
            pro_request_new = '0;
        end
    end
    always_comb begin
        if (con_counter_new == ENC_SYM) begin
            pro_offset_new = ENC_SYM - RSC_MES_LEN % ENC_SYM;
        end else if (con_stall) begin
            pro_offset_new = pro_offset - pro_request_new;
        end else begin
            pro_offset_new = pro_offset + ENC_SYM - pro_request_new;
        end
    end
    always_comb begin
        if (con_counter_new == '0) begin
            sel_phase_new = SEL_IDL;
        end else if (con_counter_new < ENC_SYM) begin
            sel_phase_new = SEL_PTM;
        end else if (con_counter_new <= RSC_MES_LEN) begin
            sel_phase_new = SEL_MES;
        end else if (con_counter_new < RSC_MES_LEN + ENC_SYM) begin
            sel_phase_new = SEL_MTP;
        end else if (con_counter_new <= RSC_COD_LEN) begin
            sel_phase_new = SEL_PAR;
        end else begin
            sel_phase_new = SEL_IDL;
        end
    end
    always_comb begin
        if (sel_phase_new == SEL_MES) begin
            mes_request_new = ENC_SYM;
        end else if (sel_phase_new == SEL_MTP) begin
            mes_request_new = RSC_MES_LEN + ENC_SYM - con_counter_new;
        end else if (sel_phase_new == SEL_PTM) begin
            mes_request_new = con_counter_new;
        end else begin
            mes_request_new = '0;
        end
    end
    always_comb begin
        if (con_counter_new == ENC_SYM) begin
            mes_offset_new = '0;
        end else if (con_stall) begin
            mes_offset_new = mes_offset - mes_request_new;
        end else begin
            mes_offset_new = mes_offset + ENC_SYM - mes_request_new;
        end
    end
    always_comb begin
        if (con_counter_new == ENC_SYM) begin
            par_offset_new = '0;
        end else if (pro_finished_new) begin
            par_offset_new = RSC_PAR_LEN - par_request_new;
        end else begin
            par_offset_new = par_offset - par_request_new;
        end
    end
endmodule
```

## flow/run.sh

```bash
#!/bin/bash
# OpenROAD 26Q1-2900-gdf79404cd8, Yosys 0.63+post, stock flow scripts
make -C /OpenROAD-flow-scripts/flow DESIGN_CONFIG=/design/flow/config.mk WORK_HOME=/design/flow/orfs finish
```

==> results_dict.tcl <==
# metrics dict for downstream scripts
set metrics [dict create \
    outcome "finished, final reports clean" \
    num_vias 1464 \
    warnings 29 \
    enable_flop_cells 0 \
    syn_inst 185 \
    synth_area_per_cell_um2 10.6 \
    yosysCellCount 185 \
    seqPwrFrac_pct 50.1 \
    synth-main-ff-cell "dfrtp_1" \
    clk_latency_ns 0.28 \
    place.detailed.hpwl_um 3650 \
    end_kind "flop" \
    antenna_found_initial 0 \
    worst_slew_pin_slew_ns 0.545 \
    min_period_ns 3.47 \
    switchingPower_uw 138 \
    path_clk_slew_ns 0.07 \
    tns_ns 0 \
    tritoncts "yes" \
    drive_above_1_share_pct 15.9 \
    rows 37 \
    p_leak_uw 0.00107 \
    grt_pass1_vias 1458 \
    async_flop_share_pct 100 \
    fillers 1087 \
    post-route-period-util_pct 93.8 \
    slew_viol_final 0 \
    overflow 0 \
    switching_share_pct 19.2 \
    totalWireLength_um 4690 \
    required_ns 3.90 \
    routabilityCongestion 0.812 \
    die_area_mm2 0.0154 \
    setup_viol 0 \
    cts_htree_levels 2 \
    power.total_uw 720 \
    ios 37 \
    cap_viol_max_count 0 \
    die_x_um 124 \
    portBuffers 36 \
    drt_pass1_iterations 4 \
    pwr-share-comb_pct 1.2 \
    hold_viol 0 \
    grt_max_degree 34 \
    area.growth.synth_to_final_pct 35.5 \
    synth_flops 33 \
    synth-seq-area-share_pct 42.0 \
    maxSlewHeadroom_pct 63.6 \
    vdd_drop_max_mv 0.190 \
    critPathArrivalTime_ns 3.67 \
    synth_cell_types 49 \
    clkSinkCount 33 \
    root_buffer "clkbuf_8" \
    hold_class "reg -> reg" \
    grt_use_total_pct 6.00 \
    cts_buffer_depth 2 \
    viasPerCell 3.98 \
    rsz0062_at_grt "false" \
    die_h_um 124 \
    final_core_util_pct 25.6 \
    ys_area_mm2 0.00197 \
    grt_first_pass_wirelength_um 7450 \
    ys_warn_count 0 \
    skew_ns 0.00321 \
    clkPwrFrac_pct 48.7 \
    antenna_cells 0 \
    drc_errors 0 \
    wire_per_inst_um 12.7 \
    ant_nets 0 \
    max_freq_mhz 288 \
    start_kind "flop" \
    p_int_uw 582 \
    syn-cell-area_mm2 0.00197 \
    fp_util_pct 18.9 \
    cts_made_buffers 5 \
    path_max_fanout 8 \
    dr.first_iter.drc_count 69 \
    crit_type "reg -> reg" \
    power_per_cell_area_mw_per_mm2 270 \
    ctsHoldBuffers 0 \
    core-area_mm2 0.0104 \
]
[flip-flops by register name (all words and copies together), names as in the netlist]
name	count
con_counter	8
pro_offset	3
par_offset	5
pro_request	2
mes_request	2
pro_finished	1
con_stall	1
sel_phase	3
mes_offset	3
pro_phase	2
par_request	3
[power by group through the flow]
stage / logic, uW / clock network, uW / registers, uW
after CTS: 9.54 / 361 / 361
after global routing: 10.5 / 377 / 360
final: 8.61 / 351 / 361
[final cells by class]
| cell class | instances | area [um2] | area share, % |
|---|---|---|---|
| clock buffer | 7 | 86.3 | 3.24 |
| clock inverter | 1 | 30.0 | 1.13 |
| inverter | 16 | 60.1 | 2.25 |
| multi-input combinational | 130 | 1060 | 39.9 |
| sequential | 33 | 828 | 31.1 |
| tap | 136 | 170 | 6.38 |
| timing repair buffer | 45 | 428 | 16.0 |
[what timing repair did]
| item | CTS | global route |
|---|---|---|
| setup endpoints to repair | 0 | 4 |
| gates resized | 0 | 8 |
| buffers inserted | 0 | 1 |
[final timing paths]
kind	startpoint	cells after the start	endpoint	slack (ns)
setup reg to reg	con_counter[2]$_DFF_PN0_	14	par_offset[3]$_DFF_PN0_	0.23
hold reg to reg	mes_offset[0]$_DFF_PN0_	3	mes_offset[0]$_DFF_PN0_	0.62
max in group asynchronous	rst_n	2	con_counter[3]$_DFF_PN0_	2.51
min in group asynchronous	rst_n	2	con_counter[7]$_DFF_PN0_	0.87
setup / recovery	con_counter[2]$_DFF_PN0_	14	par_offset[3]$_DFF_PN0_	0.23
hold / removal	mes_offset[0]$_DFF_PN0_	3	mes_offset[0]$_DFF_PN0_	0.62
[per-layer routing]
layer / up-vias / track usage (%) / share of wire (%)
met2: 31 / 9.87 / 46
li1: 730 / - / -
met4: 0 / 1.01 / 2.0
met5: - / 0 / 0
met1: 697 / 8.08 / 45
met3: 6 / 1.33 / 7.1
[synth_stat cells, types with 2 or more instances]
library cell | instances | area, um2
dfrtp_1 | 33 | 826
inv_1 | 16 | 60.1
ha_1 | 14 | 175
nand2_1 | 13 | 48.8
nor2_1 | 13 | 48.8
xnor2_1 | 12 | 105
a21oi_1 | 8 | 40.0
and2_1 | 8 | 50.1
o21ai_0 | 5 | 25.0
nor3_1 | 4 | 20.0
xor2_1 | 4 | 35.0
a32oi_1 | 3 | 26.3
buf_2 | 3 | 15.0
fa_1 | 3 | 60.1
mux2i_1 | 3 | 30.0
or2_2 | 3 | 18.8
and3_1 | 2 | 12.5
buf_4 | 2 | 15.0
mux2_2 | 2 | 22.5
nand2b_1 | 2 | 12.5
nand3_1 | 2 | 10.0
nand4_1 | 2 | 12.5
o31ai_1 | 2 | 15.0
[per-stage QoR]
| stage | cells | hold WS (ns) | setup slack (ns) | area (um2) |
|---|---|---|---|---|
| after global routing | 368 | 0.655 | 0.0281 | 2670 |
| after detailed placement | 359 | 0.614 | 0.0857 | 2520 |
| after CTS | 367 | 0.628 | 0.0496 | 2630 |
| after global placement | 359 | 0.603 | 0.0515 | 2520 |
| final | 368 | 0.619 | 0.228 | 2670 |
| after floorplan | 185 | 0.444 | 0.236 | 1970 |
[cell families after synthesis]
group           Yosys count  synth area share (%)
compound gates           30                  12.6
xor+xnor                 16                  7.12
fa+ha+maj                17                  12.0
buf+inv                  22                  5.15
flops                    33                  42.0
mux                       5                  2.67
simple gates             62                  18.6
[layout by cell type, fill, tap and decap left out, types with 2 or more instances in the layout]
cell and instances:
and3_1 2, inv_1 16, mux2i_1 3, dfrtp_1 31
fa_1 3, buf_4 9, nand2b_1 2, xor2_1 4
nor2_1 12, a21oi_1 7, dfrtp_2 2, nor3_1 4
and2_1 8, a32oi_1 3, nand2_1 13, ha_1 12
nand3_1 2, ha_2 2, o21ai_0 5, clkbuf_8 6
o31ai_1 2, nand4_1 2, clkdlybuf4s50_1 36, xnor2_1 12
or2_2 3, mux2_2 2
[worst max-delay path, stage by stage (launching register included)]
cell and delay [ns]:
dfrtp_2 0.42, inv_1 0.11, ha_1 0.24, and2_1 0.23, o41ai_4 0.32, o211a_4 0.27
nor2b_4 0.21, mux2i_1 0.11, ha_1 0.35, inv_1 0.06, ha_1 0.27, a21o_1 0.11
a21oi_1 0.07, or4_1 0.41, a21oi_1 0.19
Power and IR drop assume default switching activity.
