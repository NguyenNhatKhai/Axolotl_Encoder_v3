<file path="/design/flow/run.sh">
#!/bin/bash
# OpenROAD 26Q1-2900-gdf79404cd8, Yosys 0.63+post, stock flow scripts
make -C /OpenROAD-flow-scripts/flow DESIGN_CONFIG=/design/flow/config.mk WORK_HOME=/design/flow/orfs finish
</file>
<file path="/design/flow/design.v">
localparam EGF_DIM = 8;
localparam logic EGF_PRI_POL[EGF_DIM : 0] = '{1, 0, 1, 1, 1, 0, 0, 0, 1};
localparam RSC_COR_CAP = 8;
localparam RSC_PAR_LEN = 2 * RSC_COR_CAP;
localparam RSC_COD_LEN = 2 ** EGF_DIM - 1;
localparam RSC_MES_LEN = RSC_COD_LEN - RSC_PAR_LEN;
localparam logic [RSC_PAR_LEN : 0][EGF_DIM - 1 : 0] RSC_GEN_POL = '{'b00000001, 'b01110110, 'b00110100, 'b01100111, 'b00011111, 'b01101000, 'b01111110, 'b10111011, 'b11101000, 'b00010001, 'b00111000, 'b10110111, 'b00110001, 'b01100100, 'b01010001, 'b00101100, 'b01001111};
localparam ENC_SYM = 4;
localparam logic [RSC_PAR_LEN - 1 : 0][$clog2(RSC_COD_LEN) - 1 : 0] ENC_CON_STA = '{'d239, 'd240, 'd241, 'd242, 'd243, 'd244, 'd245, 'd246, 'd247, 'd248, 'd249, 'd250, 'd251, 'd252, 'd253, 'd254};
localparam ENC_MES_BUF_DEP = 7;
localparam ENC_PAR_BUF_DEP = RSC_PAR_LEN;
localparam SEL_PHA_NUM = 5;
localparam PRO_PHA_NUM = 3;
typedef enum logic [$clog2(SEL_PHA_NUM) - 1 : 0] {
    SEL_IDL,
    SEL_MES,
    SEL_PAR,
    SEL_MTP,
    SEL_PTM
} SEL_PHASE;
typedef enum logic [$clog2(PRO_PHA_NUM) - 1 : 0] {
    PRO_IDL,
    PRO_PAR,
    PRO_FUL
} PRO_PHASE;
module enc_mes_buffer (
    input clk,
    input rst_n,
    input con_stall,
    input [ENC_SYM - 1 : 0][EGF_DIM - 1 : 0] gen_data,
    output logic [ENC_MES_BUF_DEP - 1 : 0][EGF_DIM - 1 : 0] mes_buf_data
);
    generate
        for (genvar i = ENC_MES_BUF_DEP - 1; i >= 0; i--) begin
            if (i < ENC_SYM) begin
                always_ff @(posedge clk or negedge rst_n) begin
                    if (!rst_n) begin
                        mes_buf_data[i] <= '0;
                    end else if (!con_stall) begin
                        mes_buf_data[i] <= gen_data[i];
                    end
                end
            end else begin
                always_ff @(posedge clk or negedge rst_n) begin
                    if (!rst_n) begin
                        mes_buf_data[i] <= '0;
                    end else if (!con_stall) begin
                        mes_buf_data[i] <= mes_buf_data[i - ENC_SYM];
                    end
                end
            end
        end
    endgenerate
endmodule
module enc_par_buffer (
    input clk,
    input rst_n,
    input pro_finished,
    input [RSC_PAR_LEN - 1 : 0][EGF_DIM - 1 : 0] pro_data,
    output logic [ENC_PAR_BUF_DEP - 1 : 0][EGF_DIM - 1 : 0] par_buf_data
);
    always_ff @(posedge clk or negedge rst_n) begin
        if (!rst_n) begin
            par_buf_data <= '0;
        end else if (pro_finished) begin
            par_buf_data <= pro_data;
        end
    end
endmodule
</file>
<file path="/design/flow/config.mk">
export PLATFORM = sky130hd
export DESIGN_NAME = enc_par_buffer
export DESIGN_NICKNAME = enc_par_buffer
export VERILOG_FILES = /design/flow/design.v
export SDC_FILE = /design/flow/constraint.sdc
export NUM_CORES = 4
export LEC_CHECK = 1
export CORE_AREA = 10 10 177 177
export DIE_AREA = 0 0 187 187
export SYNTH_HDL_FRONTEND = slang
</file>
<file path="/design/flow/constraint.sdc">
current_design enc_par_buffer

set clk_period 1.1
set clk_io_pct 0.2

create_clock -name clk0 -period $clk_period [get_ports {clk}]

set non_clock_inputs [all_inputs -no_clocks]
set_input_delay [expr $clk_period * $clk_io_pct] -clock clk0 $non_clock_inputs
set_output_delay [expr $clk_period * $clk_io_pct] -clock clk0 [all_outputs]
</file>
==> flow_summary.json <==
{
  "core_um2": 27600,
  "cpPeakStageDelay_ns": 0.39,
  "synth.distinct_cells": 4,
  "first_pass_iters": 2,
  "power.leakage_uw": 0.00353,
  "hold_class": "in2reg",
  "seq_area_um2": 3200,
  "flop_cell": "dfrtp_1",
  "required_ns": 0.88,
  "warnings": 27,
  "die-area_um2": 35000,
  "cts_tree": "yes",
  "hp-start": "pro_finished",
  "finalSetupViolations": 122,
  "largest_area_cell": "dfrtp_1",
  "status": "finished, violations left",
  "ys.flops": 128,
  "grt_pass1_wl_um": 23400,
  "drtIter0Drc": 41,
  "root_buffer": "clkbuf_16",
  "via_count": 3312,
  "relSlewSlack_pct": 48.1,
  "power_uw": 13100,
  "cap_viol_max_count": 0,
  "largest_reg_flops": 128,
  "vdd_ir_drop_max_mv": 0.718,
  "critPathKind": "reg2out",
  "placed_cells": 913,
  "portBuffers": 258,
  "wirelength_um": 14900,
  "die_y_um": 187,
  "regMostFlops": "par_buf_data",
  "row_count": 61,
  "htreeDepth": 4,
  "timing.rr.start": "par_buf_data[49]",
  "clock_path_buffers": 2,
  "grt_pass1_vias": 3656,
  "fmax_mhz": 873,
  "arrival_ns": 0.93,
  "globalRouteTotalUtil_pct": 8.56,
  "gp_congestion": 0.787,
  "rsz0062_at_grt": "yes",
  "cp_top_family": "flip-flops",
  "nFillCells": 2839,
  "fp.dieW_um": 187,
  "drc": 0,
  "yosys_cells": 270,
  "hold_end": "par_buf_data[105]",
  "finalSetupTns_ns": -1.92,
  "synth.yosys.warnings": 0,
  "clock_latency_ns": 0.41,
  "worstMarginPinSlew_ns": 0.776,
  "cts.sinks": 128,
  "initCoreUtil_pct": 17.5,
  "ys_chip_area_um2": 4820,
  "drv_slew": 0,
  "netlist.area_leader.share_pct": 66.4,
  "ff2ff_path_depth": 3,
  "crit_slowest_cell": "dfrtp_1",
  "cts-buffers-inserted": 17,
  "insertedDiodeCount": 0,
  "wl_per_cell_um": 15.6,
  "clk_pin_slew_worst_paths_ns": 0.06,
  "grt_max_degree": 31,
  "min_period_over_period_pct": 104,
  "syn-instance-count": 270,
  "finalCriticalPeriod_ns": 1.15,
  "r2r-end": "par_buf_data[49]",
  "reg_top3": "par_buf_data (128)",
  "violations": "negative setup slack",
  "area_growth_pct": 67.7,
  "pin_count": 259,
  "powerDensity_nw_per_um2": 1620,
  "drive_gt1_share_pct": 55.0,
  "worst_slack_ns": -0.0456,
  "grt-ovfl-total": 0,
  "synth_area_per_cell_um2": 17.9,
  "r2r_slack_ns": 0.13,
  "worstSetupEndpointType": "output pin",
  "ant_nets": 0,
  "critPathBufInv": 1,
  "async_flop_share_pct": 100,
  "yosys-top-cells-count": "dfrtp_1 (128), mux2_2 (128), clkbuf_8 (8), buf_6 (6)",
  "synthesis.area_um2": 4820,
  "logic_area_um2": 1440,
  "viasPerCell": 3.46,
  "critPathLaunchType": "flop",
  "antenna_found_initial": 0,
  "area_leaders": "dfrtp_1 (66%), mux2_2 (30%), clkbuf_8 (2.3%)",
  "layout.cells.non_filler": 956,
  "stdcell_area_um2": 8090,
  "path_max_fanout": 2,
  "hold_path_depth": 3,
  "place_area_um2": 8020,
  "postSynthSeqShare_pct": 66.4,
  "edf_count": 0,
  "final.setup_skew_ns": 0,
  "path_cells": "buf_2",
  "dpl.hpwl_um": 11500,
  "hold_viol": 0
}
cell usage in the layout, fill, tap and decap left out:
| master | n |
|---|---|
| buf_4 | 18 |
| buf_6 | 1 |
| clkbuf_16 | 17 |
| bufinv_16 | 4 |
| clkinvlp_4 | 3 |
| dlygate4sd3_1 | 1 |
| buf_2 | 128 |
| clkdlybuf4s50_1 | 128 |
| clkbuf_8 | 1 |
| clkinv_2 | 4 |
| buf_12 | 14 |
| dfrtp_1 | 128 |
| clkbuf_1 | 3 |
| mux2_2 | 128 |
worst max path at each step:
stage | from | end | slack, ns | cells past startpoint
4_1_cts | par_buf_data[45] | par_buf_data[45] | -0.07 | 1
5_1_grt | par_buf_data[1] | par_buf_data[1] | -0.1 | 1
6_report | par_buf_data[45] | par_buf_data[45] | -0.05 | 1
what timing repair did:
action / 4_1_cts / 5_1_grt
resized: 426 / 0
endpoints found under the setup margin: 128 / 128
pin swaps: 0 / 0
buffers inserted: 2 / 7
hold buffers: 2 / 0
hold endpoints to repair: 23 / 0
cell families (layout without fill, tap and decap cells):
group | after synthesis | after routing | synth area share, %
buf+inv | 14 | 322 | 3.68
flops | 128 | 128 | 66.4
mux | 128 | 128 | 29.9
through the flow:
step	hold WS (ns)	utilization (%)	setup slack (ns)
2_1_floorplan	-0.0756	-	0.142
3_3_place_gp	0.142	29.0	-0.0358
3_5_place_dp	0.150	29.0	-0.0437
4_1_cts	0.258	29.1	-0.0727
5_1_grt	0.261	29.3	-0.0963
6_report	0.275	29.3	-0.0456
where the power goes:
group          internal, uW  total (uW)  switching (uW)
Sequential             5180        5390             204
Clock                  3840        5970            2130
Combinational          1260        1780             519
per-layer routing:
layer / routed length, um / part of all wire [%] / GRT usage, %
met4: 164 / 1.1 / 1.05
met3: 1290 / 8.7 / 3.64
met5: 0 / 0 / 0
met2: 7500 / 50 / 14.5
met1: 5920 / 40 / 10.3
layout make-up:
class	count	share of cell area, %
well taps	378	5.85
flip-flops and latches	128	39.6
multi-input cells	128	17.8
repair buffers	290	29.2
clock buffers	21	5.57
clock inverters	11	2.01
No activity file was given, so power comes from the tool's default toggle rates.
